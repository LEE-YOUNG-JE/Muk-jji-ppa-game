## run.sh

```bash
#!/bin/bash
# OpenROAD 26Q1-2900-gdf79404cd8, Yosys 0.63+post, stock flow scripts
make -C /OpenROAD-flow-scripts/flow DESIGN_CONFIG=/design/flow/config.mk WORK_HOME=/design/flow/orfs finish
```

## config.mk

```make
export PLATFORM = sky130hd
export DESIGN_NAME = Vr_HW3_Score
export DESIGN_NICKNAME = Vr_HW3_Score
export VERILOG_FILES = /design/flow/design.v
export SDC_FILE = /design/flow/constraint.sdc
export NUM_CORES = 4
export LEC_CHECK = 1
export CORE_UTILIZATION = 40
```

## constraint.sdc

```tcl
current_design Vr_HW3_Score

set clk_period 10.7
set clk_io_pct 0.2

create_clock -name clk0 -period $clk_period [get_ports {CLK}]

set non_clock_inputs [all_inputs -no_clocks]
set_input_delay [expr $clk_period * $clk_io_pct] -clock clk0 $non_clock_inputs
set_output_delay [expr $clk_period * $clk_io_pct] -clock clk0 [all_outputs]
```

## design.v

```verilog
module Vr_HW3_Score (CLK, RST, STAT, ASC, BSC);
  input CLK, RST;  
  input [2:0] STAT;  
  output [3:0] ASC, BSC;  
  parameter [2:0] S_INIT = 3'b000,
                  S_AATK = 3'b001,
                  S_BATK = 3'b010,
                  S_AW = 3'b011,
                  S_BW = 3'b100,
                  S_DRAW = 3'b101;
  integer ascore, bscore;
initial begin
ascore =0;
bscore = 0;
end
always @ (posedge CLK) begin  
if((RST ==0)&& (STAT ==S_AW)) ascore = ascore +1;  
else if((RST ==0)&& (STAT ==S_BW)) bscore = bscore +1;
if(ascore == 10) ascore = 0;  
else if(bscore ==10) bscore = 0;  
end
assign ASC = ascore;  
assign BSC = bscore;  
endmodule
```

==> reports/metrics.yaml <==
run_status:
  status: "completed"
synthesis:
  yosysWarnings: 1
  syn-cell-area_um2: 3578
  seq_area_frac_synth: 0.3580
  synth_cell_types: 60
  synth_area_per_cell_um2: 8.581
  synthArstFlopShare: 0
  ys_ff: 64
  yosysChipArea_um2: 3578
  ys_cells: 417
  edf_count: 0
  synthFlopType: "dfxtp_1"
  syn_inst: 417
global_routing:
  antenna_found_initial: 0
  globalRouteOverflowTotal: 0
  grt_pass1_wl_um: 12530
  grt_pass1_vias: 2622
  grt_use_total: 0.1747
  grt_start_max_net_pins: 18
clock_network:
  cts-root-buf: "clkbuf_8"
  cts_max_level: 3
  clock-sinks: 64
  cts_buffers: 9
  postCtsSetupBuffers: 0
  ctsResizeCount: 0
  path_clk_slew_ns: 0.07
  cts_tree: "done"
  clock_latency_ns: 0.34
  hold_buffers: 0
  cts_max_path_buffers: 2
sta:
  fmax_ghz: 0.1800
  period_minus_slack_ns: 5.554
  setup_ws_ns: 5.146
  fin_crit_sh: 0.5191
  slew_viol_final: 0
  hold_viol: 0
  tightest_slew_ns: 0.7651
  tns_ns: 0
  setup_viol: 0
  clock_skew_ns: 0.006584
  rsz0062_at_grt: "false"
  slew-limit-headroom: 0.4852
  worst_hold_slack_ns: 0.4763
floorplan:
  chipArea_um2: 9329
  fp-row-count: 34
  fp-utilization: 0.4123
  ios: 13
  core_um2: 8678
  die_width_um: 96.59
  die_height_um: 96.59
setup_path:
  slowest_delay_ns: 0.81
  slowest_stage: "or4b_1"
  required_ns: 10.92
  cp-end-kind: "flip-flop"
  cp.arrival_ns: 5.77
  crit_path_frequent_cell: "or4b_1"
  cp_cell_sequence: "clkdlybuf4s50_1, or4b_1, or4_4, xnor2_1, a2111oi_2, or4b_1, a2111o_1, a211oi_2, a21oi_1"
  cp_max_fo: 15
  worst_setup_path_start_kind: "input port"
  path_class: "input port to flip-flop"
pwr:
  ir_worst_vdd_v: 0.00008593
  switchingPower_uw: 149.9
  netSwitchingFraction: 0.2624
  p_int_uw: 421.4
  power_leakage_nw: 1.465
  p_per_area_nw_per_um2: 147.3
  seqPwrFrac: 0.497
  power_uw: 571.4
  power_frac_clock: 0.368
  p_comb_frac: 0.136
placement:
  finalWeightedCongestion: 0.9075
  port_buffers: 12
  postPlaceCellArea_um2: 3680
  dpl.hpwl_um: 5432
  place_inst: 508
  pre_cts_ws_ns: 4.804
finish:
  final_cell_mix: "64 x dfxtp_1, 37 x nand2_1, 34 x xnor2_1"
  fin_cells: 524
  drive_above_1_share: 0.06731
  nFillCells: 833
  areaGrowthSynthToFinish_pct: 8.392
  fin_util: 0.4469
  final_common_cell: "dfxtp_1"
  design_area_um2: 3879
detailed_routing:
  n_antenna_cell: 0
  vias_per_cell: 5.546
  totalWireLength_um: 7457
  drc: 0
  first_pass_iters: 4
  drt-initial-drc-count: 107
  wire_per_inst_um: 14.23
  num_vias: 2906
  antenna_left: 0
run:
  maxCapViolations: 0
  warning_count: 25
worst_hold_path:
  hold_class: "flip-flop to flip-flop"
Yosys cell counts (3+ instances only):
| cell type | instances | area [µm²] |
|---|---|---|
| a21oi_1 | 7 | 35.03 |
| dfxtp_1 | 64 | 1281 |
| nor4_1 | 14 | 87.58 |
| nor3_1 | 19 | 95.09 |
| and3_1 | 13 | 81.33 |
| xnor2_1 | 34 | 297.8 |
| buf_1 | 3 | 11.26 |
| nand3_1 | 30 | 150.1 |
| xor2_1 | 31 | 271.5 |
| a2111o_1 | 3 | 33.78 |
| nor3_2 | 3 | 30.03 |
| buf_2 | 3 | 15.01 |
| a31oi_1 | 4 | 25.02 |
| nor3b_1 | 3 | 22.52 |
| o31a_1 | 4 | 35.03 |
| a211oi_1 | 3 | 22.52 |
| or4_1 | 4 | 30.03 |
| clkbuf_1 | 14 | 52.55 |
| nor2_1 | 23 | 86.33 |
| buf_4 | 8 | 60.06 |
| nand4_1 | 23 | 143.9 |
| inv_1 | 10 | 37.54 |
| o2111ai_1 | 3 | 26.28 |
| nand2_1 | 37 | 138.9 |
| nand2b_1 | 4 | 25.02 |
| and2_1 | 5 | 31.28 |
| and4_1 | 4 | 35.03 |
kinds of logic after synthesis:
family | Yosys count | synth area share
simple gates | 202 | 0.3220
flops | 64 | 0.3580
fa+ha+maj | 2 | 0.006992
mux | 3 | 0.009091
xor+xnor | 65 | 0.1591
compound gates | 41 | 0.08916
buf+inv | 40 | 0.05559
critical path: cells and delay by family:
kind,cells,cell delay (ns)
AOI/OAI and AO/OA,4,1.00
and+or+nand+nor,3,1.98
buffers and inverters,1,0.46
xor gates and xnor gates,1,0.18
path summary, 6_finish.rpt:
kind	end	start	cells after the start	slack [ns]
max	bscore[1]	STAT[1]	9	5.15
min	ascore[31]	ascore[31]	2	0.48
max reg2reg	bscore[1]	bscore[2]	8	7.44
min reg2reg	ascore[31]	ascore[31]	2	0.48
cell type report:
class,instances,area (µm²),share of cell area
multi-input cells,313,2098,0.5410
flip-flops and latches,64,1281,0.3303
clock buffers,13,158.9,0.04097
well taps,108,135.1,0.03484
repair buffers,13,127.6,0.03290
clock inverters,3,40.04,0.01032
inverters,10,37.54,0.009677
state kept, by name (all words and copies together), names as in the netlist:
register  count
bscore       32
ascore       32
power groups by stage:
stage	combinational, mW	sequential [mW]	clock, mW
CTS	0.0779	0.283	0.215
global route	0.0856	0.288	0.228
finish	0.0774	0.284	0.210
layer usage:
metal  part of all wire  track usage  vias up
met2               0.46       0.2805       54
li1                   -            -     1487
met3              0.041      0.03819        6
met1               0.49       0.2503     1359
met5                  0            0        -
met4              0.010      0.02574        0
Power figures rest on the tool's default switching activity, not on a simulated workload.
