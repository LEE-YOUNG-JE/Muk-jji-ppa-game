**design/flow/run.sh**
```bash
#!/bin/bash
# OpenROAD 26Q1-2900-gdf79404cd8, Yosys 0.63+post, stock flow scripts
make -C /OpenROAD-flow-scripts/flow DESIGN_CONFIG=/design/flow/config.mk WORK_HOME=/design/flow/orfs finish
```
**design/flow/config.mk**
```make
export PLATFORM = sky130hd
export DESIGN_NAME = Vr_HW3_Disp_Decoder
export DESIGN_NICKNAME = Vr_HW3_Disp_Decoder
export VERILOG_FILES = /design/flow/design.v
export SDC_FILE = /design/flow/constraint.sdc
export NUM_CORES = 4
export LEC_CHECK = 1
export CORE_AREA = 10 10 70 70
export DIE_AREA = 0 0 80 80
```
**design/flow/constraint.sdc**
```tcl
current_design Vr_HW3_Disp_Decoder

set clk_period 1.6
set clk_io_pct 0.2

create_clock -name clk0 -period $clk_period

set non_clock_inputs [all_inputs -no_clocks]
set_input_delay [expr $clk_period * $clk_io_pct] -clock clk0 $non_clock_inputs
set_output_delay [expr $clk_period * $clk_io_pct] -clock clk0 [all_outputs]
```
**design/flow/design.v**
```verilog
module Vr_HW3_Disp_Decoder (AIN, BIN, STAT, ASC, BSC, LDISP, RDISP, SC_LDISP, SC_RDISP);
  input [0:1] AIN, BIN;  
  input [2:0] STAT;  
  input [3:0] ASC, BSC;  
  output reg [0:12] LDISP, RDISP;  
  output reg [0:12] SC_LDISP, SC_RDISP;  
  parameter [2:0] S_INIT = 3'b000,
                  S_AATK = 3'b001,
                  S_BATK = 3'b010,
                  S_AW = 3'b011,
                  S_BW = 3'b100,
                  S_DRAW = 3'b101;
  parameter [0:1] ROCK=2'b00, SCISSORS=2'b01, PAPER=2'b10, INVALID=2'b11;
  function [0:12] number_dec;  
    input [3:0] in_val;
    if(in_val==4'b0000) number_dec = 13'b1111110000000;  
    else if(in_val==4'b0001) number_dec = 13'b0110000000000;  
    else if(in_val==4'b0010) number_dec = 13'b1101101000000;  
    else if(in_val==4'b0011) number_dec = 13'b1111001000000;  
    else if(in_val==4'b0100) number_dec = 13'b0110011000000;  
    else if(in_val==4'b0101) number_dec = 13'b1011011000000;  
    else if(in_val==4'b0110) number_dec = 13'b1011111000000;  
    else if(in_val==4'b0111) number_dec = 13'b1110010000000;  
    else if(in_val==4'b1000) number_dec = 13'b1111111000000;  
    else if(in_val==4'b1001) number_dec = 13'b1111011000000;  
    else number_dec = 13'b0000000000000;
  endfunction
  function [0:12] sign_dec;  
    input [0:1] in_val;
    if(in_val==2'b00) sign_dec = 13'b0011101000111;  
    else if(in_val==2'b01) sign_dec = 13'b0011101101010;  
    else if(in_val==2'b10) sign_dec = 13'b0111111010000;  
    else if(in_val==2'b11) sign_dec = 13'b0000000101101;  
    else sign_dec = 13'b0000000000000; 
  endfunction
  function isRock;  
    input [0:1] in_val;
    if (in_val == ROCK) isRock = 1'b1;
    else isRock = 1'b0;
  endfunction
  function isScissors;  
    input [0:1] in_val;
    if (in_val == SCISSORS) isScissors = 1'b1;
    else isScissors = 1'b0;
  endfunction
  function isPaper;  
    input [0:1] in_val;
    if (in_val == PAPER) isPaper = 1'b1;
    else isPaper = 1'b0;
  endfunction
  function isInvalid;  
    input [0:1] in_val;
    if (in_val == INVALID) isInvalid = 1'b1;
    else isInvalid = 1'b0;
  endfunction  
assign SC_LDISP = number_dec(ASC);  
assign SC_RDISP = number_dec(BSC);  
function  isSign;  
    input [2:0] in_val;
    if (in_val == S_INIT || in_val == S_AATK || in_val == S_BATK ) isSign = 1;
    else isSign =0;
  endfunction
function [0:12] isResult_A;  
    input [2:0] in_val;
    if (in_val == S_AW ) isResult_A = 13'b0000001000000;
    else if ( in_val == S_BW) isResult_A = 13'b0000000001001;
    else if ( in_val == S_DRAW) isResult_A = 13'b0000001000000;
  endfunction
function [0:12] isResult_B;  
    input [2:0] in_val;
    if (in_val == S_BW ) isResult_B = 13'b0000001000000;
    else if ( in_val == S_AW) isResult_B = 13'b0000000100100;
    else if ( in_val == S_DRAW) isResult_B = 13'b0000001000000;
  endfunction
assign LDISP = (isSign(STAT)==1) ? sign_dec(AIN) : isResult_A(STAT);
assign RDISP = (isSign(STAT)==1) ? sign_dec(BIN) : isResult_B(STAT);
endmodule
```
==> flow_summary.yaml <==
# flow metrics
route:
  antenna_left: 0
  dr.pass1.iters: 4
  viasPerCell: 4.17
  drt-total-wl_mm: 3.05
  n_antenna_cell: 0
  drc_errors: 0
  routedWlPerCell_um: 12.8
  drtIter0Drc: 40
  via_count: 996
run:
  tool_warnings: 42
  drv_cap: 0
pwr:
  p_comb_frac: 1.000
  leakage_nw: 0.827
  intPower_w: 0.000237
  power.density_nw_per_um2: 245
  clkPwrFrac: 0
  ir_worst_vdd_mv: 0.116
  p_sw_frac: 0.400
  switching_power_w: 0.000158
  pwr-share-seq: 0
worst_setup_path:
  cp_slowest_cell: "or3_1"
  critPathBufInv: 4
  cp.required_ns: 1.28
  path_common_cell: "buf_2"
  start_kind: "input port"
  end_kind: "output port"
  path_depth: 8
  worstPathCellList: "buf_2 -> inv_2 -> buf_6 -> ha_4 -> o21bai_4 -> or3_1 -> o21ai_1 -> buf_2"
  critPathArrivalTime_ns: 1.29
  criticalPathCategory: "in2out"
  cp_max_fo: 3
  max_stage_delay_ns: 0.30
  path_delay_family: "buffers and inverters"
final_timing:
  drv_slew: 0
  finalCritPeriodShare: 1.01
  finalCriticalPeriod_ns: 1.61
  setup_viol: 1
  fin_ws_ns: -0.00997
  fmax_mhz: 621
  rsz0062_at_grt: "yes"
  finalHoldViolations: 0
grt:
  grt_pass1_vias: 974
  globalRouteMet1Util: 0.106
  busiest_layer: "met2"
  grt_use_met3: 0.0216
  grt_pass1_wl_mm: 4.70
  grt_start_max_net_pins: 10
  use_met2: 0.157
  track_usage: 0.0866
  grt_overflow: 0
  antenna_found_initial: 0
yosys:
  yosys-top-cells-count: "24 x buf_4, 16 x nor2_1, 10 x a21oi_1, 10 x ha_1"
  ys_cells: 118
  area_leaders: "buf_4 23%, ha_1 16%, nor2_1 7.7%, a21oi_1 6.4%, o21ai_0 3.9%"
  top_area_cell: "buf_4"
  netlist_area_um2: 779
  ys_types: 31
  synth.most_common_cell: "buf_4"
  yosysTopAreaCellShare: 0.231
  ys_seq_frac: 0
  ys_chip_area_um2: 779
  synthCells: 118
  synth.avg_cell_area_um2: 6.61
  yosys_warnings: 5
hold_path:
  whs_path_depth: 4
  hp-class: "in2out"
finish:
  regArea_um2: 0
  syn2layout_area_growth_pct: 108
  fin_util: 0.474
  flops: 0
  clkbuf_count: 0
  drive_gt1_frac: 0.518
floorplanning:
  dieWidth_um: 80
  std_cell_rows: 21
  fp_util: 0.228
  core-area_um2: 3420
  chip_area_um2: 6400
  die_height_um: 80
  ios: 67
placed_design:
  pre_cts_ws_ns: -0.841
  gp_congestion: 0.798
  io_buffers: 53
  hpwl_mm: 2.36
outcome:
  status: "finished with violations"
  violations: "setup timing"
-- per-stage QoR --
stage	instances	TNS [ns]	area [um^2]	power, W	hold slack (ns)
3_3_place_gp	230	-20.22	1420	0.000361	1.66
6_report	239	-0.00997	1620	0.000396	0.998
2_1_floorplan	131	0	828	0.000147	0.653
4_1_cts	238	-0.0104	1600	0.000387	1.01
5_1_grt	239	-0.0912	1620	0.000439	1.02
3_5_place_dp	230	-20.91	1420	0.000363	1.66
-- cells by family (layout without fill, tap and decap cells) --
family                     Yosys count  after routing  synth area share
AOI/OAI and AO/OA                   33             33             0.278
adders and majority gates           10             10             0.161
other                                1             14           0.00481
xor gates and xnor gates             1              1            0.0112
and+or+nand+nor                     38             38             0.246
buffers and inverters               35             97             0.300
-- layout make-up --
cell class	instances	area [um^2]
Multi-Input combinational cell	96	786
Timing Repair Buffer	91	752
Fill cell	322	1800
Inverter	6	22.5
Tap cell	46	57.6
-- cells in the final DEF (no fill, tap or decap), drive strengths merged --
cell,synthesis,routed
a211o,1,1
a211oi,3,3
a21boi,1,1
a21o,1,1
a21oi,10,10
a311oi,1,1
and2,4,4
and2b,1,1
buf,29,57
clkbuf,0,2
clkdlybuf4s15,0,2
clkdlybuf4s50,0,1
conb,1,14
dlygate4sd2,0,27
dlymetal6s2s,0,2
ha,10,10
inv,6,6
nand2,5,5
nand2b,3,3
nor2,17,17
nor2b,4,4
nor3,2,2
o21a,2,2
o21ai,6,6
o21ba,1,1
o21bai,2,2
o22a,1,1
o22ai,3,3
o32ai,1,1
or3,2,2
xor2,1,1
-- power by group through the flow --
stage     clock [W]  sequential [W]  combinational, W
4_1_cts           0               0          0.000387
5_1_grt           0               0          0.000439
6_report          0               0          0.000396
-- tightest hold or removal path: cells and delay by family --
family | cells | cell delay (ns)
buffers and inverters | 2 | 0.21
AND-OR/OR-AND | 1 | 0.05
AND/OR/NAND/NOR | 1 | 0.10
-- repair_timing --
item                       4_1_cts  5_1_grt
buffers inserted                 8        2
hold endpoints to repair         0        0
pin swaps                       25       10
resized                        164       15
setup endpoints to repair       38       18
hold buffers                     0        0
-- final timing paths --
path,startpoint,to,slack (ns)
setup / recovery,AIN[0],LDISP[9],-0.01
hold / removal,STAT[0],LDISP[9],1.0
-- layer usage --
layer  part of all wire  up-vias
li1                   -      519
met1               0.45      447
met2               0.48       30
met3              0.069        0
met4                  0        0
met5                  0        -
Power figures rest on the tool's default switching activity, not on a simulated workload.
